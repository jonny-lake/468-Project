### flow/design.v
module fetch(clk, reset, PCout, rw,firstFetch);
input clk, reset, rw;
output reg [15:0] PCout;
output reg firstFetch;
always@(negedge clk)
if(reset) 
begin
firstFetch <= 1'b1;
PCout <= 0;
end
else if(~reset)
begin
if(rw === 1'bz || rw === 1'bx) 
begin
firstFetch <= 1'b1;
PCout <= PCout + 1;
end
else
begin
firstFetch <= 1'b0;
PCout <= PCout + 1;
end
end
endmodule
### flow/run.sh
#!/bin/bash
# OpenROAD 26Q1-2900-gdf79404cd8, Yosys 0.63+post, stock flow scripts
make -C /OpenROAD-flow-scripts/flow DESIGN_CONFIG=/design/flow/config.mk WORK_HOME=/design/flow/orfs finish
### flow/config.mk
export PLATFORM = sky130hd
export DESIGN_NAME = fetch
export DESIGN_NICKNAME = fetch
export VERILOG_FILES = /design/flow/design.v
export SDC_FILE = /design/flow/constraint.sdc
export NUM_CORES = 4
export LEC_CHECK = 1
export CORE_AREA = 10 10 71 71
export DIE_AREA = 0 0 81 81
### flow/constraint.sdc
current_design fetch

set clk_period 2.1
set clk_io_pct 0.2

create_clock -name clk0 -period $clk_period [get_ports {clk}]

set non_clock_inputs [all_inputs -no_clocks]
set_input_delay [expr $clk_period * $clk_io_pct] -clock clk0 $non_clock_inputs
set_output_delay [expr $clk_period * $clk_io_pct] -clock clk0 [all_outputs]
==> results.toml <==
# flow metrics
[run_status]
status = "finished, violations left"
violations = "setup timing"

[final_timing]
drv_slew = 0
rsz0062_at_grt = "true"
fin_ws_ns = -0.102
fin_skew_ns = 0.0106
setup_viol = 16
finalHoldViolations = 0

[final_layout]
regMostFlops = "PCout"
utilization_pct = 30.6
fin_area_um2 = 1110
area.sequential_um2 = 340
fin_cells = 182
largest_register_ffs = 16
drive_above_1_share_pct = 43.3
combGateArea_um2 = 363
reg_top3 = "PCout (16)"
n_fill_cell = 397
synthToLayoutAreaGrowth_pct = 55.3

[yosys]
ys_sh_mux_pct = 0
ys_area_um2 = 717
synthArstFlopShare_pct = 0
synthCells = 82
yosys.cell_types.count = 20
synth.avg_cell_area_um2 = 8.74
top_logic_kind = "simple AND/OR/NAND/NOR gates"
synth.most_common_cell = "dfxtp_1"
adder_share_pct = 1.75
top_cells_by_area = "dfxtp_1, xnor2_1, nor2_1"
ys_sh_simple_pct = 30.4
aoi_share_pct = 4.54
yosysTopAreaCell = "dfxtp_1"
top_cell_area_share_pct = 44.7
ff_type = "dfxtp_1"
yosys-top-cells-count = "dfxtp_1, nor2_1, xnor2_1"
edf_count = 0
ys_sh_xor_pct = 13.4
ys.flops = 16
yosysSeqAreaShare_pct = 44.7
ys_cells = 82
ys.warnings.count = 2
syn_area_um2 = 717

[routing]
num_vias = 722
wl_per_cell_um = 9.32
avgViaCountPerCell = 3.97
routed_wl_um = 1700
drt_iter0_drc = 32
dr.pass1.iters = 4
antenna-diode-count = 0
drcViolationCount = 0
ant_nets = 0

[placed_design]
placed_cells = 162
numPortBuffers = 17
dp_hpwl_um = 1250
place_area_um2 = 1060
place_congestion = 0.784

[cts]
h-tree-depth = 1
cts_inserted_buffers = 3
clock_latency_ns = 0.32
hold_buffers = 0
path_clk_slew_ns = 0.04
cts_sinks = 16
cts_tree = "done"
clock-root-buffer = "clkbuf_8"
clk_path_buf_depth = 2

[run]
drv_cap = 0
tool_warnings = 44

[worst_setup_path]
crit_chain = "buf_2"
crit_path_max_fanout = 2
crit_required_ns = 1.68
max_stage_delay_ns = 0.31
crit_buf_inv = 1
r2r_start = "PCout[0]"
crit_family = "flip-flops"
cp_slowest_cell = "dfxtp_2"
cp-start-kind = "flop"
startpoint = "PCout[3]"
arrival_ns = 1.78
crit_type = "flop to output pin"
worstSetupEndpointType = "output pin"

[hold_path]
hp-class = "flop to flop"
worstHoldStart = "PCout[15]"

[global_routing]
grt_usage_pct = 5.07
grtUsageMet2_pct = 7.01
gr-max-usage-layer = "met2"
grt_pass1_vias = 654
antenna_found_initial = 0
grt-ovfl-total = 0
grtUsageMet1_pct = 5.97
grt_pass1_wl_um = 2750
use_met3_pct = 3.56
grt_max_degree = 10

[floorplanning]
die-height_um = 81
die_w_um = 81
core-area_um2 = 3630
io_pins = 20
chipArea_um2 = 6560
initCoreUtil_pct = 19.7
rows = 22

[pwr]
ir_drop_mv = 0.593
p_leak_nw = 0.512
power_density_nw_per_um2 = 630
## worst min-delay path, cell delays in order, from the launching register on
cell	delay [ns]
dfxtp_2	0.31
inv_1	0.04
nand3_1	0.06
a21oi_1	0.06
## placed cells by master (no fill, tap or decap)
cell	n
xnor2_1	9
dfxtp_2	16
nor3_1	5
a21oi_1	3
nand3_1	7
clkinvlp_2	1
ha_1	1
conb_1	1
a21o_1	1
buf_2	16
clkbuf_8	3
nand4_4	1
xor2_1	2
buf_4	18
nor2b_1	1
nand2_1	4
nor4_2	3
inv_1	21
or3_1	2
nand4_1	2
o21ai_0	2
nor2_1	14
clkdlybuf4s50_1	1
## area by class of cell
type | count | share of cell area, %
inverter | 5 | 1.69
timing repair buffer | 35 | 20.2
tap | 48 | 5.39
clock buffer | 3 | 3.71
sequential | 16 | 30.6
clock inverter | 17 | 5.84
multi-input combinational | 58 | 32.6
## worst paths after layout
path / to / slack, ns / cells after the start
setup / recovery: PCout[3] / -0.10 / 1
hold / removal: PCout[15] / 0.51 / 3
setup reg to reg: PCout[14] / 0.52 / 7
hold reg to reg: PCout[15] / 0.51 / 3
## cells by family (layout without fill, tap and decap cells)
| family | count (synthesis) | count (layout) |
|---|---|---|
| simple gates | 39 | 39 |
| other cells | 1 | 1 |
| buf+inv | 8 | 60 |
| compound gates | 6 | 6 |
| fa+ha+maj | 1 | 1 |
| flops | 16 | 16 |
| xor+xnor | 11 | 11 |
## per-layer routing
layer,wire length [um],vias to the layer above
met5,0,-
met4,11,0
met3,183,2
met2,700,22
met1,801,320
li1,-,378
## power breakdown
group	total, mW	switching [mW]	internal [mW]	leakage (nW)
logic	0.0365	0.0173	0.0192	0.268
clock network	0.350	0.179	0.171	0.107
registers	0.314	0.00244	0.312	0.137
total	0.701	0.199	0.502	0.512
## per-stage QoR
stage               setup WS (ns)  hold WS (ns)  setup TNS [ns]  power (mW)
global route               -0.148         0.565           -2.11       0.763
finish                     -0.102         0.515           -1.49       0.701
floorplan                   0.188         0.426               0       0.382
global placement           -0.180         0.526           -5.17       0.406
detailed placement         -0.188         0.533           -5.26       0.406
CTS                        -0.115         0.514           -1.73       0.720
## timing repair
action | in CTS | in global routing
setup endpoints to repair | 16 | 16
resized | 64 | 0
buffers inserted | 1 | 0
Power figures rest on the tool's default switching activity, not on a simulated workload.
