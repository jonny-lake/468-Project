File: /design/flow/design.v
module compare(R1,R2,out,flag);
input [31:0]R1,R2;
output[3:0]flag;
output[32:0]out;
assign out = R1-R2;
assign flag = (out==0)?4'b0100:{out[0],1'b0,out[32],out[32]};
endmodule
File: /design/flow/run.sh
#!/bin/bash
# OpenROAD 26Q1-2900-gdf79404cd8, Yosys 0.63+post, stock flow scripts
make -C /OpenROAD-flow-scripts/flow DESIGN_CONFIG=/design/flow/config.mk WORK_HOME=/design/flow/orfs finish
File: /design/flow/config.mk
export PLATFORM = sky130hd
export DESIGN_NAME = compare
export DESIGN_NICKNAME = compare
export VERILOG_FILES = /design/flow/design.v
export SDC_FILE = /design/flow/constraint.sdc
export NUM_CORES = 4
export LEC_CHECK = 1
export CORE_AREA = 10 10 103 103
export DIE_AREA = 0 0 113 113
File: /design/flow/constraint.sdc
current_design compare

set clk_period 21.7
set clk_io_pct 0.2

create_clock -name clk0 -period $clk_period

set non_clock_inputs [all_inputs -no_clocks]
set_input_delay [expr $clk_period * $clk_io_pct] -clock clk0 $non_clock_inputs
set_output_delay [expr $clk_period * $clk_io_pct] -clock clk0 [all_outputs]
==> job_summary.md <==
### Yosys + OpenROAD results

| Metric | Value |
|---|---|
| Number of vias in the routed layout | `2,538` |
| Count of buffers added by post-CTS timing repair for setup | `0` |
| Leading area contributor after synthesis | `ha_1` |
| Max frequency | `75.7 MHz` |
| Mean instance size in the synthesized netlist | `about 6.8 um^2` |
| CP required | `17,360 ps` |
| Setup crit start | `R1[0]` |
| Part of the total power dissipated in sequential elements | `0%` |
| Worst Setup End Kind | `output pin` |
| Total count of max-transition violations in the final report | `0` |
| Standard-cell row count | `33` |
| Routed WL per cell | `14.4 um` |
| Highest fanout seen on the critical path | `3` |
| Slowest CP cell | `or4_1` |
| Final hold slack | `roughly 9700 ps` |
| Number of buffers added to fix hold violations after cts | `0` |
| Antenna Diode Count | `0` |
| Yosys Instances | `314` |
| Fin area | `3200 um^2` |
| Area fraction of the dominant cell type after synthesis | `18.9%` |
| Final setup TNS | `0 ps` |
| Placed inst area | `between 3000 and 4000 um^2` |
| Total of endpoints with negative setup slack in the final report | `0` |
| GRT Util Overall | `between 10 and 15%` |
| Horizontal die dimension | `approximately 110 um` |
| Area of the core region | `8300 um^2` |
| Post-synth seq share | `0%` |
| IO buf count | `101` |
| Endpoint arrival time on the critical path | `between 8000 and 9000 ps` |
| Final worst path period share | `60.9%` |
| Lkg Pwr | `1.40 nW` |
| Sequential Area | `0 um^2` |
| Clock Buffer Count | `0` |
| Max stage delay on crit path | `540 ps` |
| Cell repeated most along the worst path | `clkdlybuf4s50_1` |
| Total congestion overflow | `0` |
| Top Ports | `around 100` |
| Final routed DRC violation total | `0` |
| Overall routed net length | `7350 um` |
| Cell area after technology mapping | `about 2100 um^2` |
| DRT iter0 DRCs | `108` |
| Floorplan die area | `12,800 um^2` |
| Number of gates given a new drive strength after cts | `0` |
| Initial antenna violation count | `0` |
| Switch share | `43.5%` |
| Routability cong. | `between 0.9 and 1` |
| Worst setup path category | `in2out` |
| First-pass GRT wire length | `~12,000 um` |
| Worst setup SP type | `input pin` |
| Post-detail-place hpwl | `between 6000 and 7000 um` |
| Detailed Routing Iterations Pass 1 | `4` |
| Combinational share of power | `100.0%` |
| Pwr dens | `32.3 nW/um^2` |
| Number of nets with antenna violations after routing | `0` |
| Result of the run | `complete, no violations` |
| Via count of the first global-routing pass | `2,578` |
| Area overhead of the layout relative to synthesis | `51.1%` |
| Most frequent cells in the layout | `clkdlybuf4s50_1 (101), inv_1 (42), ha_1 (32)` |
| Most frequent standard cell in the layout excluding fill and tap cells | `clkdlybuf4s50_1` |
| Yosys Chip Area | `2120 um^2` |
| Cell Chain, Critical Path | `clkdlybuf4s50_1 -> inv_1 -> ha_1 -> fa_1 -> nor2b_1 -> o22ai_1 -> xnor2_1 -> or4_1 -> a2111o_1 -> a2111oi_0 -> and4bb_1 -> or4b_1 -> nor4_1 -> nor4b_2 -> clkdlybuf4s50_1` |
| Internal power contribution | `0.0586 mW` |
| Total number of warnings across the stage logs | `32` |
| Synth warn | `0` |
| Min Clock Period, post-route | `13,210 ps` |
| Source of the worst hold timing path | `R1[0]` |
| Y dimension of the die | `113 um` |
| Unique cell type count in the Yosys netlist | `59` |
| Vias/cell | `4.98` |
| Path class of the lowest-slack min-delay path | `in2out` |
| Number of max-cap violations | `0` |
| Setup repair after global routing missed its margin | `no` |
| Sw Pwr | `roughly 0.045 mW` |
| Pin count of the biggest net entering global routing | `11` |
| Layout sequential cell count | `0` |
| Final hold violation count | `0` |
| Slew margin rel. | `52.6%` |
| Count of mapped cells out of synthesis | `around 310` |
| Transition time at the pin with the least slew margin | `711 ps` |
| Proportion of layout cells with a drive suffix above 1 | `2.22%` |
| VDD IR-drop max | `around 0.016 mV` |
| Floorplan-stage core utilization | `25.6%` |
| Clock network power share | `0%` |
| Top cells by area | `ha_1 (19%), inv_1 (7.4%), a21oi_1 (7.1%)` |
==> power groups by stage <==
stage | clock network (mW) | logic (mW) | registers (mW)
4_1_cts | 0 | 0.105 | 0
5_1_grt | 0 | 0.116 | 0
6_report | 0 | 0.104 | 0
==> cell families after synthesis <==
| logic type | count (synthesis) | share of synthesized area, % |
|---|---|---|
| mux | 2 | 0.944 |
| fa+ha+maj | 33 | 19.8 |
| buf+inv | 52 | 10.2 |
| xor+xnor | 25 | 10.3 |
| compound gates | 109 | 34.9 |
| simple gates | 93 | 23.8 |
==> routing by layer <==
layer / GRT usage (%) / part of all wire [%]
met5: 0 / 0
met4: 0 / 0
met3: 2.72 / 8.3
met2: 18.1 / 45
met1: 14.8 / 47
==> layout make-up <==
class	instances	area, um^2
fillers	864	5090
inverters	42	158
multi-input cells	262	1900
well taps	105	131
repair buffers	101	1010
==> worst paths after layout <==
kind / end / slack [ps] / cells past startpoint
setup / recovery: flag[2] / 8490 / 15
hold / removal: flag[3] / 9730 / 5
==> cell usage after synthesis, types with 3 or more instances <==
library cell	count
a211oi_1	4
a21o_1	9
a21oi_1	30
a31oi_1	8
and2_1	3
and3_1	3
and4_1	4
buf_2	5
ha_1	32
inv_1	42
nand2_1	23
nand2b_1	3
nand3_1	11
nand4_1	7
nor2_1	14
nor2b_1	7
nor3_1	4
o2111ai_1	4
o21a_1	3
o21ai_0	18
o21ai_1	3
o21bai_1	5
or2_2	3
xnor2_1	15
xor2_1	10
==> worst max-delay path: cells and delay by family <==
kind | cells | cell delay [ps]
AOI/OAI and AO/OA | 3 | 690
adders and majority gates | 2 | 610
buffers and inverters | 3 | 990
xor gates and xnor gates | 1 | 140
and+or+nand+nor | 6 | 2090
==> stage by stage <==
stage	utilization (%)	std cells	total power, mW	setup slack (ps)
floorplan	-	314	0.0524	9960
global placement	38.6	510	0.104	8510
detailed placement	38.6	510	0.104	8450
CTS	38.6	510	0.105	8440
global route	38.6	510	0.116	8110
finish	38.6	510	0.104	8490
No activity file was given, so power comes from the tool's default toggle rates.
